**flow/config.mk**
```make
export PLATFORM = sky130hd
export DESIGN_NAME = programcounter
export DESIGN_NICKNAME = programcounter
export VERILOG_FILES = /design/flow/design.v
export SDC_FILE = /design/flow/constraint.sdc
export NUM_CORES = 4
export LEC_CHECK = 1
export CORE_UTILIZATION = 50
```
**flow/constraint.sdc**
```tcl
current_design programcounter

set clk_period 9.0
set clk_io_pct 0.2

create_clock -name clk0 -period $clk_period [get_ports {clk}]

set non_clock_inputs [all_inputs -no_clocks]
set_input_delay [expr $clk_period * $clk_io_pct] -clock clk0 $non_clock_inputs
set_output_delay [expr $clk_period * $clk_io_pct] -clock clk0 [all_outputs]
```
**flow/design.v**
```verilog
module programcounter # (
    parameter   PC_WIDTH = 32
)(
    input                   clk,
    input                   rst,
    input                   PCsrc,
    input   [PC_WIDTH-1:0]  ImmOp,
    output  [PC_WIDTH-1:0]  PC
);
    logic   [PC_WIDTH-1:0]  program_counter;
    initial begin 
        program_counter = {PC_WIDTH{1'b0}};
    end
    always_ff @ (posedge clk) begin
        if (rst)    program_counter <= {PC_WIDTH{1'b0}};
        else        program_counter <= PCsrc ? program_counter + ImmOp : program_counter + 32'd4;    
    end
    assign PC = program_counter;
endmodule
```
**flow/run.sh**
```bash
#!/bin/bash
# OpenROAD 26Q1-2900-gdf79404cd8, Yosys 0.63+post, stock flow scripts
make -C /OpenROAD-flow-scripts/flow DESIGN_CONFIG=/design/flow/config.mk WORK_HOME=/design/flow/orfs finish
```
==> flow_summary.json <==
{
  "synth_warn": 1,
  "avgViaCountPerCell": 5.83,
  "grt_setup_unrepaired": "false",
  "ys_types": 53,
  "clock_skew_ps": 5.50,
  "largest_reg_flops": 32,
  "grt_antenna_before_repair": 0,
  "final_hold_violation_count": 0,
  "maximum_buffer_depth_of_the_clock_tree": 2,
  "vdd_drop_max_mv": 0.100,
  "cts.htree.levels": 2,
  "route.detailed.wl_per_inst_um": 14.5,
  "final_number_of_max_transition_violations": 0,
  "met1_routed_wirelength_after_detailed_routing_mm": 4.13,
  "final_design_area_no_fill_mm2": 0.00404,
  "initialDrtViolationCount": 140,
  "synthDominantCellAreaShare_pct": 19.8,
  "vias_in_the_first_global_route": 2890,
  "max_flop_register": "program_counter",
  "synth.top_cells.by_area": "dfxtp_1, ha_1, xnor2_1, nor2_1, a211oi_1",
  "worstPathArrival_ps": 4760,
  "floorplan.initialDensity_pct": 53.2,
  "enable_flop_cells": 0,
  "switching_share_pct": 37.0,
  "timing.setup.critical_path_class": "primary input to register",
  "power_per_cell_area_mw_per_mm2": 148,
  "antenna_cells": 0,
  "clock_share_of_power_pct": 21.1,
  "layout_top_cell_excl_fill_tap": "clkdlybuf4s50_1",
  "tritoncts.num_buffers": 5,
  "yosys-stat-area_mm2": 0.00324,
  "cp_max_fo": 3,
  "route.met2.wl_mm": 3.46,
  "chip_area_mm2": 0.00681,
  "seq_area_frac_synth_pct": 19.8,
  "hold_path.class": "register to register",
  "biggestRegsByFlops": "program_counter: 32 flops",
  "num_rows": 28,
  "critPathLaunch": "ImmOp[0]",
  "crit_path_start_kind": "primary input",
  "clock.fmax_mhz": 221,
  "crit_required_ps": 9230,
  "total_via_count_after_detailed_routing": 3250,
  "setup_tns_ps": 0,
  "topRoutingLayerUsed": "met4",
  "fin_crit_period_ps": 4530,
  "synth.ff_latch_count": 32,
  "wl_mm": 8.07,
  "endpoint_kind": "register",
  "netlist_area_mm2": 0.00324,
  "postPlaceCellArea_mm2": 0.00394,
  "io_pins": 67,
  "die_x_um": 82.5,
  "worstMarginPinSlew_ps": 693,
  "drv_cap": 0,
  "timing.final.setup_violations": 0,
  "sequential_share_of_power_pct": 31.4,
  "area_delta_synth_final_pct": 24.6,
  "ant_nets": 0,
  "fp.dieH_um": 82.5,
  "postSynth.topFlopCell": "dfxtp_1",
  "syn-instance-count": 424,
  "cts_tree": "yes",
  "clkLatencyLatePin_ps": 290,
  "grt_start_max_net_pins": 58,
  "run_status": "finished, final reports clean",
  "p_comb_share_pct": 47.6,
  "place.gp.congestion": 0.898,
  "power_report.internal_total_mw": 0.376,
  "max-slew-margin-rel_pct": 53.7,
  "cts_hold_buffers": 0,
  "master_cell_of_the_clock_root_buffer": "clkbuf_8",
  "hold_path.startpoint": "program_counter[1]",
  "switching_power_mw": 0.221,
  "yosys_cells": 424,
  "place.detailed.hpwl_mm": 6.05,
  "log.warning_count": 27,
  "synth_area_per_cell_um2": 7.64,
  "grt_pass1_wl_mm": 13.2,
  "layout_worst_path_cycle_share_pct": 50.3,
  "buffer_ports.inserted": 66,
  "fraction_of_layout_cells_with_a_size_suffix_above_1_pct": 3.53,
  "cts.reportedPaths.clkPinSlew_ps": 70,
  "grt_usage_pct": 25.0,
  "worstReg2RegStart": "program_counter[0]",
  "core_mm2": 0.00610,
  "ys_async_sr_fraction_pct": 0,
  "cts_resized": 0,
  "layout_top_cells": "clkdlybuf4s50_1, nor2_1, xnor2_1",
  "detailroute.wirelength.met3_um": 396,
  "postCtsSetupRepairBufs": 0,
  "global_route.overflow_total": 0,
  "drtPass1Iterations": 4,
  "detail_route.drc_violations": 0,
  "leakage_nw": 1.68,
  "num_clock_sinks": 32,
  "synth.largest_area_cell": "dfxtp_1"
}
-- routing by layer --
layer  vias up  track usage [%]
li1       1669                -
met1      1492             38.9
met2        79             39.0
met3        10             2.45
met4         0             2.59
met5         -                0
-- synthesized netlist by cell type, types with 2 or more instances --
library cell  instances
ha_1                 32
a22oi_1               2
xnor2_1              38
and2_0                2
a31oi_1               3
mux2i_1               3
a21o_1               21
and3_1                6
nand2b_1              3
nand4_1              11
or3_1                 2
o21bai_1              4
dfxtp_1              32
nor3_1               10
clkbuf_1             14
o211ai_1              4
a211oi_1             23
inv_1                10
nor2b_1               5
a21oi_1              31
a221oi_1              2
buf_1                 2
nand3_1              19
o21ai_0              19
xor2_1               14
and4_1                6
nand2_1              29
nor2_1               50
o21a_1                2
o2111ai_1             2
-- worst max-delay path, stage by stage --
cell             delay, ps
clkdlybuf4s50_1        460
ha_1                   180
inv_1                   60
fa_1                   400
nor2b_1                160
o2111ai_1              200
a31oi_1                300
o41a_1                 250
a31o_1                 230
a311oi_2               140
or3b_2                 490
nand3_1                 90
-- cells by family after synthesis --
kind of cell | Yosys count | synth area share, %
AND/OR/NAND/NOR | 150 | 22.5
adder cells (fa/ha/maj) | 33 | 13.0
flip-flops | 32 | 19.8
AND-OR/OR-AND | 125 | 26.2
buffers and inverters | 28 | 3.28
multiplexers | 4 | 1.27
XOR/XNOR | 52 | 14.1
-- worst paths after layout --
path | endpoint | slack [ps] | depth (start not counted)
setup / recovery | program_counter[28] | 4470 | 12
hold / removal | program_counter[1] | 530 | 2
setup reg to reg | program_counter[28] | 6080 | 11
hold reg to reg | program_counter[1] | 530 | 2
-- cell type report --
class,count,area [um2]
multi-input combinational,364,2490
sequential,32,641
tap,75,93.8
fill,525,2060
timing repair buffer,68,671
clock buffer,7,96.3
inverter,11,41.3
-- metrics by stage --
step / setup slack (ps) / utilization (%) / hold slack (ps) / total power [mW] / cells
floorplan: 4970 / - / 465 / 0.378 / 424
global placement: 4300 / 64.6 / 516 / 0.471 / 550
detailed placement: 4220 / 64.6 / 514 / 0.471 / 550
CTS: 4510 / 66.2 / 536 / 0.600 / 557
global route: 4300 / 66.2 / 572 / 0.645 / 557
finish: 4470 / 66.2 / 533 / 0.598 / 557
-- power by group through the flow --
stage | Combinational [mW] | Clock (mW) | Sequential, mW
4_1_cts | 0.283 | 0.130 | 0.187
5_1_grt | 0.319 | 0.136 | 0.191
6_report | 0.284 | 0.126 | 0.187
Power is estimated from default activity; no workload was simulated.
