**flow/config.mk**
```make
export PLATFORM = sky130hd
export DESIGN_NAME = controlUnit_top
export DESIGN_NICKNAME = controlUnit_top
export VERILOG_FILES = /design/flow/design.v
export SDC_FILE = /design/flow/constraint.sdc
export NUM_CORES = 4
export LEC_CHECK = 1
export CORE_AREA = 10 10 70 70
export DIE_AREA = 0 0 80 80
```
**flow/constraint.sdc**
```tcl
current_design controlUnit_top

set clk_period 2.4
set clk_io_pct 0.2

create_clock -name clk0 -period $clk_period

set non_clock_inputs [all_inputs -no_clocks]
set_input_delay [expr $clk_period * $clk_io_pct] -clock clk0 $non_clock_inputs
set_output_delay [expr $clk_period * $clk_io_pct] -clock clk0 [all_outputs]
```
**flow/run.sh**
```bash
#!/bin/bash
# OpenROAD 26Q1-2900-gdf79404cd8, Yosys 0.63+post, stock flow scripts
make -C /OpenROAD-flow-scripts/flow DESIGN_CONFIG=/design/flow/config.mk WORK_HOME=/design/flow/orfs finish
```
**flow/design.v**
```verilog
module alu_decoder (
    input logic [1:0] alu_op_i,
    input logic [2:0] funct3_i,
    input logic funct7_b5_i,
    input logic op_5_i,
    output logic [3:0] alu_control_o,
    output logic byte_address_o
);
logic rTypeSub = funct7_b5_i & op_5_i;
always_comb
    case(alu_op_i)
    2'b00:  if(funct3_i[1])begin
                alu_control_o = 4'b0000;  
                byte_address_o = 1'b0;  
            end
            else begin
                alu_control_o = 4'b0000;  
                byte_address_o = 1'b1; 
            end
    2'b01: begin
        alu_control_o = 4'b1000;  
        byte_address_o = 1'b0;  
    end
    2'b11: begin
        alu_control_o = 4'b0001;  
        byte_address_o = 1'b0;  
    end
    default:    case(funct3_i)  
                    3'b000: if (rTypeSub) begin
                                alu_control_o = 4'b1000;  
                                byte_address_o = 1'b0;  
                            end
                            else begin
                                alu_control_o = 4'b0000;  
                                byte_address_o = 1'b0;  
                            end
                    3'b001: begin
                        alu_control_o = 4'b0001;     
                        byte_address_o = 1'b0;  
                    end
                    3'b101: if(rTypeSub) begin
                                alu_control_o = 4'b1101;     
                                byte_address_o = 1'b0;  
                            end
                            else begin
                                alu_control_o = 4'b0101;     
                                byte_address_o = 1'b0;  
                            end
                    3'b011: begin 
                        alu_control_o = 4'b0011;  
                        byte_address_o = 1'b0;  
                    end
                    3'b010: begin
                        alu_control_o = 4'b0010;  
                        byte_address_o = 1'b0;  
                    end
                    3'b110:begin
                        alu_control_o = 4'b0110;  
                        byte_address_o = 1'b0;  
                    end
                    3'b111: begin
                        alu_control_o = 4'b0111;  
                        byte_address_o = 1'b0;  
                    end
                    3'b100: begin
                        alu_control_o = 4'b0100;  
                        byte_address_o = 1'b0;  
                    end
                    default: begin
                        alu_control_o = 4'b0000;
                        byte_address_o = 1'b0;  
                    end
                endcase
    endcase
endmodule
module controlUnit_top(
    input logic zero_i,
    input logic [6:0] op_i,
    input logic [2:0] funct3_i,
    input logic funct7_5_i,
    output logic JB_instr_o,
    output logic JALR_instr_o,
    output logic [1:0] result_src_o,
    output logic mem_write_o,
    output logic alu_src_o,
    output logic [2:0] imm_src_o,
    output logic reg_write_o,
    output logic [3:0] alu_control_o,
    output logic byte_address_o
);
    logic [1:0] alu_op;
    logic branch;
    logic jmp;
main_decoder mainDecoder(
    .op_i(op_i),
    .branch_o(branch),
    .jump_o(jmp),
    .JALR_o(JALR_instr_o),
    .result_src_o(result_src_o),
    .mem_write_o(mem_write_o),
    .alu_src_o(alu_src_o),
    .imm_src_o(imm_src_o),
    .reg_write_o(reg_write_o),
    .alu_op_o(alu_op)
);
alu_decoder aluDecoder(
    .alu_op_i(alu_op),
    .funct3_i(funct3_i),
    .funct7_b5_i(funct7_5_i),
    .op_5_i(op_i[5]),
    .alu_control_o(alu_control_o),
    .byte_address_o(byte_address_o)
);
assign JB_instr_o = (~(zero_i) & branch) | jmp;
endmodule
module main_decoder (
    input logic [6:0]                   op_i,
    output logic                        branch_o,
    output logic                        jump_o,
    output logic                         JALR_o,
    output logic    [1:0]               result_src_o,
    output logic                        mem_write_o,
    output logic                        alu_src_o,
    output logic    [2:0]               imm_src_o,
    output logic                        reg_write_o,
    output logic    [1:0]               alu_op_o
);
always_comb begin
    case(op_i)
        7'b0000011 : begin
            reg_write_o = 1'b1;
            imm_src_o = 3'b000;
            alu_src_o = 1'b1;
            mem_write_o = 1'b0;
            result_src_o = 2'b01;
            branch_o = 1'b0;
            alu_op_o = 2'b00;
            jump_o = 1'b0;
            JALR_o = 1'b0;
        end
        7'b0100011 : begin
            reg_write_o = 1'b0;
            imm_src_o = 3'b001;
            alu_src_o = 1'b1;
            mem_write_o = 1'b1;
            result_src_o = 2'b00; 
            branch_o = 1'b0;
            alu_op_o = 2'b00;
            jump_o = 1'b0;
            JALR_o = 1'b0;
        end
        7'b0110011 : begin
            reg_write_o = 1'b1;
            imm_src_o = 3'b000;  
            alu_src_o = 1'b0;
            mem_write_o = 1'b0;
            result_src_o = 2'b00;
            branch_o = 1'b0;
            alu_op_o = 2'b10;
            jump_o = 1'b0;
            JALR_o = 1'b0;
        end
        7'b1100011 : begin
            reg_write_o = 1'b0;
            imm_src_o = 3'b010;
            alu_src_o = 1'b0;
            mem_write_o = 1'b0;
            result_src_o = 2'b00; 
            branch_o = 1'b1;
            alu_op_o = 2'b01;
            jump_o = 1'b0;
            JALR_o = 1'b0;
        end
        7'b0010011 : begin
            reg_write_o = 1'b1;
            imm_src_o = 3'b000;
            alu_src_o = 1'b1;
            mem_write_o = 1'b0;
            result_src_o = 2'b00;
            branch_o = 1'b0;
            alu_op_o = 2'b10;
            jump_o = 1'b0;
            JALR_o = 1'b0;
        end
        7'b1101111 : begin
            reg_write_o = 1'b1;
            imm_src_o = 3'b011;
            alu_src_o = 1'b0; 
            mem_write_o = 1'b0;
            result_src_o = 2'b10;
            branch_o = 1'b0;
            alu_op_o = 2'b00; 
            jump_o = 1'b1;
            JALR_o = 1'b0;
        end
        7'b1100111 : begin
            reg_write_o = 1'b1;
            imm_src_o = 3'b000;
            alu_src_o = 1'b1;
            mem_write_o = 1'b0;
            result_src_o = 2'b10;
            branch_o = 1'b0;
            alu_op_o = 2'b10;
            jump_o = 1'b0;
            JALR_o = 1'b1;
        end
        7'b0110111 : begin
            reg_write_o = 1'b1;
            imm_src_o = 3'b100;
            alu_src_o = 1'b1;
            mem_write_o = 1'b0;
            result_src_o = 2'b11;
            branch_o = 1'b0;
            alu_op_o = 2'b11;
            jump_o = 1'b0;
            JALR_o = 1'b0;
        end
        default : begin
            reg_write_o = 1'b1;
            imm_src_o = 3'b000;  
            alu_src_o = 1'b0;
            mem_write_o = 1'b0;
            result_src_o = 2'b00;
            branch_o = 1'b0;
            alu_op_o = 2'b10;
            jump_o = 1'b0;
            JALR_o = 1'b0;
        end
    endcase
end;
endmodule
```
==> results_slide.txt <==
Physical Implementation Snapshot

Run status
  – Status: finished clean

Placement
  – Worst setup slack after placement: -0.4371 ns
  – Dpl hpwl: 1.193 mm
  – Final RePlAce weighted congestion: ~0.85
  – Port bufs: 27
  – DP Area: 709.4 um2

Die
  – Ports: 27
  – Placeable core area: 3416 um2
  – Floorplan die area: between 6000 and 7000 um2
  – Total number of placement rows: 21
  – FP Util: roughly a tenth
  – Die outline height: 80 um
  – Width of the die: 80 um

Routing
  – Total detailed-routing wirelength: 1.415 mm
  – Total iterations of the first detailed-routing run: 4
  – DRC violations left: 0
  – DRT antenna net count: 0
  – Via count: 500
  – DR vias/cell: 3.788
  – Number of antenna repair diodes: 0
  – Post-detailed-route wirelength per cell: 10.72 um
  – Number of violations reported at the end of detailed-routing iteration 0: 29

Yosys
  – AO/OA Area Share: 21.15%
  – Area share of the leading cell type in the synthesized netlist: 7.308%
  – Main area contributors: nor4b_4 (7.3%), nor2_1 (6.9%), a21oi_1 (6.2%), nand2_1 (5.8%), or3_1 (5.8%)
  – Dominant non-sequential cell family after synthesis: simple AND/OR/NAND/NOR gates
  – Share of synthesized area occupied by flip-flops and latches: 0%
  – Xor and xnor area share after synthesis: between 5 and 6%
  – Most frequent cells after synthesis: nor2_1 (6), nand2_1 (5), a21oi_1 (4)
  – Post-synthesis instance area: 325.3 um2
  – Mux share: 0%
  – Chip area from the yosys synthesis statistics: 325.3 um2
  – Adders+Majority by Area: 0%
  – Fraction of the mapped netlist area in simple logic gates: 64.23%
  – Gate Count Post-Synth: 48
  – Warning count from the yosys run: 2
  – Post-synthesis cell type with the largest combined area: nor4b_4
  – Most common cell in the synthesized netlist: nor2_1
  – Number of library cell types mapped by synthesis: 27
  – Number of cells in Yosys stat: 48
  – Post-Syn Area per Cell: 6.777 um2

Critical path
  – Worst-path cell chain: clkdlybuf4s15_1 -> buf_6 -> buf_4 -> a211oi_1 -> a31oi_1 -> nor3_1 -> clkdlybuf4s50_1
  – Largest fanout on the critical path: 5
  – Nature of the critical path startpoint: input pin
  – Delay contributed by the slowest stage of the critical path: 0.50 ns
  – Type of the setup path with the least slack: in -> out
  – Worst setup path start: op_i[5]
  – Worst endpoint data arrival time: 1.87 ns
  – Critical path buffers and inverters: 4
  – Crit. End Element: primary output
  – Req. time, crit path: 1.92 ns
  – Critical-path top delay cell: clkdlybuf4s50_1
  – Kind of cell with the highest combined delay on the critical path: buffers and inverters

STA
  – Final tally of max-slew violations: 0
  – Final setup slack of the worst path: ~0.054 ns
  – FMAX: 426.2 MHz
  – Actual transition at the worst max-transition pin: 0.2679 ns
  – Total negative slack: 0 ns
  – Minimum period implied by the final worst setup slack: 2.346 ns
  – Max-slew headroom: 82.07%
  – Final cycle utilization of the critical path: 97.76%
  – Final-report setup violation count: 0
  – Final Hold Viols: 0
  – Worst Hold Margin: 1.479 ns

CTS
  – Hold-fix buffers at CTS: 0

Power and ir drop
  – Share of total power in the clock network: 0%
  – Sw Pwr: 37.58 uW
  – Combinational share of power: 100.0%
  – Leak Pwr: 0.3019 nW
  – Tot Pwr: between 80 and 90 uW
  – Pwr Density: ~110 nW/um2
  – Sequential power share: 0%
  – Switching share of total power: 43.11%
  – Internal Dissipation: approximately 50 uW
  – Worst-case vdd ir drop: between 0.00002 and 0.000025 V

Finish
  – Number of clock buffer instances in the layout: 0
  – Combinational cell area excluding buffers and inverters: ~330 um2
  – Post-layout instance area: between 700 and 800 um2
  – Sequential Area: 0 um2
  – Seq_cells: 0
  – Relative area change from synthesis to final layout: 134.6%
  – Fraction of final layout cells with drive strength greater than 1: 36.05%
  – Count of fill cells added during filler insertion: about 380

Global route
  – Vias in the first global route: roughly 470
  – Antenna violations before repair: 0
  – Grt ovf: 0
  – Global-route wire length before repair: 2.180 mm
  – Largest net degree at the start of global routing: 11
  – Gr usage total: under 10%

Worst hold path
  – Class of the tightest hold or removal check: in -> out
  – Launch instance of the worst min-delay path: op_i[4]

Job
  – Count of max-cap constraint violations: 0
  – Number of warnings the tools reported: 32
[final timing paths]
check / end / slack (ns) / cells after the start
worst max-delay path: alu_src_o / 0.05 / 7
worst min-delay path: result_src_o[0] / 1.48 / 4
[routing by layer]
metal	wire length [um]	share of wire (%)	GRT usage, %	vias to the layer above
met4	18	1.3	0	0
met2	641	45	7.063	18
met5	0	0	0	-
met3	157	11	1.364	2
li1	-	-	-	260
met1	598	42	4.825	220
[power by group through the flow]
stage	clock network [mW]	logic, mW	registers [mW]
finish	0	0.0872	0
global route	0	0.0958	0
CTS	0	0.0839	0
[repair_timing]
action                                  in CTS  in global routing
endpoints found under the setup margin      15                  4
gates resized                               33                  6
gates cloned                                 0                  0
pin swaps                                    5                  4
setup buffers                                2                  2
[through the flow]
| stage | instances | utilization (%) |
|---|---|---|
| detailed placement | 128 | 20.77 |
| global placement | 128 | 20.77 |
| floorplan | 48 | - |
| global route | 132 | 22.34 |
| finish | 132 | 22.34 |
| CTS | 130 | 21.54 |
[cell families (layout without fill, tap and decap cells)]
logic type | count (synthesis) | after routing
simple gates | 31 | 31
buf+inv | 5 | 43
compound gates | 10 | 10
xor+xnor | 2 | 2
[cell type report]
cell class / instances / share of cell area [%]
timing repair buffer: 42 / 49.18
multi-input combinational: 43 / 42.79
inverter: 1 / 0.4918
tap: 46 / 7.541
[layout by cell type (no fill, tap or decap), types with 2 or more instances in the layout]
| master | synthesis | layout |
|---|---|---|
| buf_2 | 3 | 3 |
| o22ai_1 | 2 | 2 |
| nor3_4 | 1 | 2 |
| a21oi_2 | 0 | 2 |
| or3_1 | 3 | 3 |
| buf_6 | 1 | 4 |
| a21oi_1 | 4 | 2 |
| nand3_1 | 2 | 2 |
| dlygate4sd2_1 | 0 | 6 |
| buf_4 | 0 | 12 |
| nand2_1 | 5 | 5 |
| nor3_1 | 3 | 2 |
| clkdlybuf4s50_1 | 0 | 15 |
| nor2_1 | 6 | 4 |
Power and IR drop assume default switching activity.
