### flow/design.v
module alu #(
    parameter DATA_WIDTH = 32
)(
    input  logic [DATA_WIDTH-1:0] ALUop1, ALUop2,
    output logic [DATA_WIDTH-1:0] SUM,
    output logic EQ
);
assign SUM = ALUop1 + ALUop2;
assign EQ = ALUop1 == ALUop2;
endmodule
module dataPath#(
    parameter ADDRESS_WIDTH = 5,
    parameter DATA_WIDTH = 32
)(
    input  logic clk, RegWrite, ALUsrc,
    input  logic [ADDRESS_WIDTH-1:0] rs1, rs2, rd,
    input  logic [DATA_WIDTH-1:0] ImmOp,
    output logic [DATA_WIDTH-1:0] a0,
    output logic EQ
);
logic [DATA_WIDTH-1:0] ALUop1, RD2, ALUout;
regFile regf(
    .AD1(rs1),
    .AD2(rs2),
    .AD3(rd),
    .WE3(RegWrite),
    .WD3(ALUout),
    .clk(clk),
    .RD1(ALUop1),
    .RD2(RD2),
    .a0(a0)
);
alu opAlu(
    .ALUop1(ALUop1),
    .ALUop2(ALUsrc ? ImmOp : RD2),
    .SUM(ALUout),
    .EQ(EQ)
);
endmodule
module regFile #(
    parameter ADDRESS_WIDTH = 5,
    parameter DATA_WIDTH = 32
)(
    input logic WE3, 
    input logic clk,
    input logic [ADDRESS_WIDTH-1:0] AD1, AD2, AD3,
    input logic [DATA_WIDTH-1:0] WD3,
    output logic [DATA_WIDTH-1:0] RD1, RD2, a0
);
logic [DATA_WIDTH-1:0] rf[2**ADDRESS_WIDTH-1:0];
initial begin
    for (int i = 0; i < 32; i++)
        rf[i] = 32'b0;
end
always_ff @(posedge clk) 
    if (WE3) rf[AD3] <=  WD3;
assign RD1 = rf[AD1];
assign RD2 = rf[AD2];
assign a0  = rf[32'd10];
endmodule
### flow/run.sh
#!/bin/bash
# OpenROAD 26Q1-2900-gdf79404cd8, Yosys 0.63+post, stock flow scripts
make -C /OpenROAD-flow-scripts/flow DESIGN_CONFIG=/design/flow/config.mk WORK_HOME=/design/flow/orfs finish
### flow/config.mk
export PLATFORM = sky130hd
export DESIGN_NAME = dataPath
export DESIGN_NICKNAME = dataPath
export VERILOG_FILES = /design/flow/design.v
export SDC_FILE = /design/flow/constraint.sdc
export NUM_CORES = 4
export LEC_CHECK = 1
export CORE_UTILIZATION = 30
### flow/constraint.sdc
current_design dataPath

set clk_period 21.2
set clk_io_pct 0.2

create_clock -name clk0 -period $clk_period [get_ports {clk}]

set non_clock_inputs [all_inputs -no_clocks]
set_input_delay [expr $clk_period * $clk_io_pct] -clock clk0 $non_clock_inputs
set_output_delay [expr $clk_period * $clk_io_pct] -clock clk0 [all_outputs]
==> out/results.ini <==
[run_status]
outcome=complete, no violations

[global_routing]
first_global_vias=29800
grt_use_met3_pct=20.0
grt_max_degree=89
grt_usage_pct=19.4
use_met1_pct=19.0
grt_pass1_wl_um=210000
grt_use_met2_pct=27.7
grt_busiest_layer=met2
antenna_found_initial=1
grt_overflow_total=0

[worst_hold_path]
min_from=regf.rf[18][0]$_DFFE_PP_
holdPathStages=5
min_to=regf.rf[20][0]$_DFFE_PP_
min_path_type=flip-flop to flip-flop

[synth]
synth_area_per_cell_um2=21.6
yosysWarningCount=1
ys_area_um2=48800
ys_cells=2262
top_cells_by_count=edfxtp_1 (1024), mux4_2 (640), clkbuf_1 (98)
synthDistinctLibCells=49
syn_area_um2=48800
synth.top_cell.area_share_pct=63.0
postSynthCellCount=2262
synth_area_leader_cell=edfxtp_1
synthArstFlopShare_pct=0
synth_seq_share_pct=63.0
area_leaders=edfxtp_1 (63%), mux4_2 (30%), ha_1 (0.79%), clkbuf_1 (0.75%), mux2i_1 (0.70%)
edf_count=1024
ys_ff=1024
synth-main-ff-cell=edfxtp_1
synth.most_common_cell=edfxtp_1

[power_and_ir_drop]
combPwrFrac_pct=14.7
clkPwrFrac_pct=38.0
netSwitchingPower_mw=1.32
p_leak_nw=17.5
peakVddDrop_mv=0.0763
switching_share_pct=24.3
powerDensity_nw_per_um2=95.7
seqPwrFrac_pct=47.2
p_int_mw=4.11

[detailed_routing]
wire_per_inst_um=31.4
postRouteWirelength_um=146000
drtAntennaViolNets=0
viasPerCell=5.59
vias=26000
drt-initial-drc-count=1647
drtPass1Iterations=8
drc=0

[floorplan]
std_cell_rows=147
core-area_um2=161000
die-height_um=405
ioPinCount=83
initCoreUtil_pct=30.3
fp.dieW_um=405
dieArea_um2=164000

[layout]
largest_reg_flops=1024
drive_gt1_share_pct=40.8
nFillCells=14400
logic_area_um2=17700
regArea_um2=30700
top_regs=regf.rf (1024)
largest_register=regf.rf
design_area_um2=56700
area_growth_pct=16.3
instances_no_fill=4648

[placed_design]
dpl.hpwl_um=84000
place_area_um2=52800
numPlacedInstances=4442
gp_congestion=0.877
portBuffers=82

[critical_path]
arrival_ns=10.60
startpoint_type=input pin
reg2reg_depth=15
cp_max_fo=43
worst_setup_path_end_kind=output pin
reg2reg_to=regf.rf[13][30]$_DFFE_PP_
rr_startpoint=regf.rf[10][0]$_DFFE_PP_
path_class=input pin to output pin
cp_data_required_time_ns=16.96
rrSetupSlack_ns=15.48

[clock_network]
clk_latency_ns=0.70
htreeDepth=3
cts.sinks=1024
numCtsBuffers=107
cts_tree=done
cts_buffer_depth=3
cts_resized=0
root_buffer=clkbuf_16
cts_setup_buffers=0
clkTransAtPathRegs_ns=0.06
hold_buffers=0

[job]
drv_cap=0
warnings=26

[final_timing]
tightestPinTransition_ns=0.990
slew_violations=0
fmax_ghz=0.0674
relSlewSlack_pct=33.9
fin_crit_ns=14.84
fin_setup_tns_ns=0
fin_crit_sh_pct=70.0
fin_skew_ns=0.0329
rsz0062_at_grt=false
timing_hold_violations_final=0
setup_viol=0

-- worst max path at each step --
stage	slack, ns	end	startpoint	cells past startpoint
after CTS	6.22	EQ	rs1[0]	12
after global routing	5.94	EQ	rs1[0]	12
final	6.36	EQ	rs1[0]	12
-- critical path: stages --
cell	delay, ns
buf_8	0.42
buf_4	0.69
buf_4	0.73
buf_4	0.65
mux4_2	0.58
mux4_2	0.48
mux2_2	0.30
ha_1	0.42
nor4_1	0.47
nand4_1	0.27
nor3_1	0.62
clkdlybuf4s50_1	0.59
-- final cells by class --
| class | count | area share [%] |
|---|---|---|
| repair buffers | 192 | 2.93 |
| multi-input cells | 1057 | 31.2 |
| diodes | 3 | 0.0132 |
| flip-flops and latches | 1024 | 54.2 |
| well taps | 2160 | 4.76 |
| clock inverters | 79 | 1.96 |
| clock buffers | 124 | 4.91 |
| inverters | 9 | 0.0595 |
-- cell usage in the layout, fill, tap and decap left out, types with 7 or more instances in the layout --
cell type,count
clkinv_1,24
clkinv_2,17
o21ai_0,51
nand2_1,53
clkdlybuf4s50_1,71
inv_1,9
clkbuf_16,109
nor4_1,7
mux2i_1,34
mux2_2,30
nor2_4,32
ha_1,31
o21a_1,7
xnor2_2,18
a21o_1,17
a21oi_1,27
mux4_2,640
clkbuf_1,15
buf_4,112
edfxtp_1,1024
nand3_1,7
bufinv_16,28
nor2_1,24
-- power by group through the flow --
| stage | sequential [mW] | clock [mW] | combinational [mW] |
|---|---|---|---|
| 4_1_cts | 2.56 | 2.10 | 0.799 |
| 5_1_grt | 2.57 | 2.17 | 0.870 |
| 6_report | 2.56 | 2.06 | 0.799 |
-- cells by family after synthesis --
group / count (synthesis) / share of synthesized area, %
multiplexers: 704 / 30.9
buffers and inverters: 181 / 1.55
adder cells (fa/ha/maj): 32 / 0.836
AND/OR/NAND/NOR: 160 / 1.50
flip-flops: 1024 / 63.0
XOR/XNOR: 26 / 0.467
AND-OR/OR-AND: 135 / 1.70
-- metal layers --
metal | share of wire, % | vias up
li1 | - | 10300
met1 | 29 | 13100
met2 | 45 | 2324
met3 | 22 | 299
met4 | 3.6 | 10
met5 | 0.14 | -
-- metrics by stage --
stage	power (mW)	setup WS [ns]	utilization (%)	hold slack, ns
after floorplan	3.10	9.69	-	1.54
after global routing	5.61	5.94	35.3	1.73
after CTS	5.46	6.22	35.3	1.67
after detailed placement	3.40	6.23	32.8	1.66
final	5.43	6.36	35.3	1.64
after global placement	3.38	6.30	32.8	1.63
Power is estimated from default activity; no workload was simulated.
