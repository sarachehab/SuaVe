[/design/flow/config.mk]
export PLATFORM = sky130hd
export DESIGN_NAME = register_file
export DESIGN_NICKNAME = register_file
export VERILOG_FILES = /design/flow/design.v
export SDC_FILE = /design/flow/constraint.sdc
export NUM_CORES = 4
export LEC_CHECK = 1
export CORE_UTILIZATION = 30
[/design/flow/constraint.sdc]
current_design register_file

set clk_period 4.8
set clk_io_pct 0.2

create_clock -name clk0 -period $clk_period [get_ports {clk_i}]

set non_clock_inputs [all_inputs -no_clocks]
set_input_delay [expr $clk_period * $clk_io_pct] -clock clk0 $non_clock_inputs
set_output_delay [expr $clk_period * $clk_io_pct] -clock clk0 [all_outputs]
[/design/flow/design.v]
module register_file #(
    parameter   ADDRESS_WIDTH   = 5,
                DATA_WIDTH      = 32
)(
    input   logic                           addr3_we_i, clk_i,
    input   logic                           trigger_i,
    input   logic   [ADDRESS_WIDTH-1:0]     addr1_i, addr2_i, addr3_i,
    input   logic   [DATA_WIDTH-1:0]        addr3_wd_i,
    output  logic   [DATA_WIDTH-1:0]        rd1_o, rd2_o,
    output  logic   [DATA_WIDTH-1:0]        a0_o
);
    logic   [DATA_WIDTH-1:0]    rf[2**ADDRESS_WIDTH-1:0];
    initial begin
        for (int i = 0; i < 32; i++)
            rf[i] = {DATA_WIDTH{1'b0}};
    end
    assign rd1_o = rf[addr1_i];
    assign rd2_o = rf[addr2_i];
    assign a0_o = rf[5'd10];
    always_ff @(negedge clk_i) begin
        rf[19] <= {{31{1'b0}} , trigger_i};
        if (addr3_we_i && addr3_i != 0) begin
            rf[addr3_i] <= addr3_wd_i;
        end
    end
endmodule
[/design/flow/run.sh]
#!/bin/bash
# OpenROAD 26Q1-2900-gdf79404cd8, Yosys 0.63+post, stock flow scripts
make -C /OpenROAD-flow-scripts/flow DESIGN_CONFIG=/design/flow/config.mk WORK_HOME=/design/flow/orfs finish
==> results_dict.tcl <==
# collected from the flow reports
set metrics [dict create \
    synthTopCellsByCount "1024 x mux2i_1, 992 x edfxtp_1, 195 x nand2_1, 194 x nand3_1" \
    hp-class "in2out" \
    critPathMostFrequentCell "buf_6" \
    final_core_util 0.400 \
    clk_pin_slew_ps 30 \
    p_per_area_nw_per_um2 376 \
    synth_top_area_share 0.612 \
    p_leak_nw 27.8 \
    via_per_inst 5.06 \
    slew_headroom 0.619 \
    synth_area_per_cell_um2 14.2 \
    place_area_um2 55900 \
    dpl.hpwl_um 97200 \
    synthTopCellsByArea "edfxtp_1 61%, mux2i_1 21%, a22oi_1 3.0%" \
    io_buffers 145 \
    htreeDepth 3 \
    yosysCellCount 3422 \
    outcome "finished, violations left" \
    synth_seq_share 0.625 \
    rows 147 \
    grtUsageTotal 0.209 \
    cp_slowest_cell "edfxtp_1" \
    worstPathCellList "mux2i_1, a22o_1, nor3_2, a31oi_2, nand3_2, buf_6, buf_6" \
    reg_top3 "rf (1024)" \
    die_w_um 405 \
    synth-area-yosys_um2 48700 \
    die_h_um 405 \
    holdPathEnd "rd1_o[13]" \
    edf_count 992 \
    critPathBufInv 2 \
    violations "negative setup slack" \
    chip_area_um2 164000 \
    drt-total-wl_um 164000 \
    cts_num_sinks 1024 \
    largest_reg_flops 1024 \
    rsz0062_at_grt "yes" \
    synthDistinctLibCells 30 \
    final_area_um2 64300 \
    critPathKind "reg2out" \
    final.setup.worst_slack_ps -787 \
    drt_iter0_drc 2240 \
    cpPeakStageDelay_ps 380 \
    root_buffer "clkbuf_16" \
    tool_warnings 1030 \
    cp.arrival_ps 4630 \
    ff_type "edfxtp_1" \
    drv_cap 0 \
    ir_drop_mv 0.302 \
    syn_area_um2 48700 \
    fp_util 0.303 \
    area_growth_syn_to_layout_pct 32.0 \
    slew_viol_final 0 \
    end_kind "output pin" \
    drcViolationCount 0 \
    hold_viol_final 0 \
    grt_pass1_vias 38000 \
    synthArstFlopShare 0 \
    top_area_cell "edfxtp_1" \
    synth_cells 3422 \
    ant_nets 0 \
    grt_pass1_wl_um 235000 \
    clk_path_buf_depth 3 \
    io_pins 146 \
    cts_buffers 107 \
    tightestPinTransition_ps 571 \
    critPathTopFamily "AND-OR/OR-AND gates" \
    yosysMostFrequentCell "mux2i_1" \
    crit_required_ps 3840 \
    vias 35600 \
    setup_viol 66 \
    top_register "rf" \
    numSynthFlops 1024 \
    worstSetupStartpointType "flip-flop" \
    hold_ws_ps 2830 \
    holdCritStartpoint "addr1_i[1]" \
    layout-drive-gt1-share 0.158 \
    crit_fanout 2 \
    antenna_found_initial 12 \
    wl_per_cell_um 23.3 \
    gp_congestion 0.893 \
    grt_overflow 0 \
    hold-path-cell-count 6 \
    core_um2 161000 \
    grt_max_degree 52 \
    yosys_warnings 1 \
    firstDrtPassIters 6 \
    tritoncts "done" \
]
power by group:
part	internal, W	total (W)	leakage [nW]	switching [W]
Combinational	0.000861	0.00214	11.3	0.00128
Clock	0.00615	0.0120	7.27	0.00582
Sequential	0.0100	0.0101	9.22	0.0000549
cells by family after synthesis:
group                  synth area share
AND-OR/OR-AND                    0.0806
flip-flops                        0.625
AND/OR/NAND/NOR                  0.0512
multiplexers                      0.211
other                         0.0000771
buffers and inverters            0.0320
layout by cell type (no fill, tap or decap), types with 15 or more instances in the layout:
| cell | instances |
|---|---|
| nor2_4 | 33 |
| nor3_2 | 47 |
| edfxtp_1 | 992 |
| buf_12 | 153 |
| inv_1 | 1042 |
| mux2i_1 | 1022 |
| nand3_2 | 34 |
| buf_6 | 57 |
| a31oi_1 | 27 |
| dfxtp_1 | 32 |
| a22o_1 | 128 |
| conb_1 | 32 |
| buf_2 | 56 |
| clkinvlp_2 | 26 |
| a22oi_1 | 191 |
| clkbuf_16 | 107 |
| a21oi_1 | 192 |
| a31oi_2 | 25 |
| buf_4 | 129 |
| bufinv_16 | 17 |
| nand3_1 | 153 |
| and2_1 | 31 |
| clkdlybuf4s50_1 | 47 |
| nand2_1 | 193 |
| inv_4 | 15 |
routing by layer:
layer / vias to the layer above / part of all wire / track usage
li1: 16200 / - / -
met1: 17100 / 0.37 / 0.245
met2: 1980 / 0.46 / 0.301
met3: 314 / 0.14 / 0.141
met4: 16 / 0.029 / 0.0856
met5: - / 0.0010 / 0.00416
final cells by class:
type / instances / area (um^2)
Antenna cell: 1 / 2.50
Clock buffer: 107 / 2680
Clock inverter: 1113 / 4850
Fill cell: 14600 / 96500
Multi-Input combinational cell: 2172 / 18100
Sequential cell: 1024 / 30400
Tap cell: 2160 / 2700
Timing Repair Buffer: 450 / 5510
through the flow:
| step | setup TNS, ps | setup slack (ps) | power (W) | std cells |
|---|---|---|---|---|
| after floorplan | -176730 | -297 | 0.0125 | 3453 |
| after global placement | -339140 | -461 | 0.0135 | 5803 |
| after detailed placement | -347480 | -470 | 0.0135 | 5803 |
| after CTS | -43200 | -852 | 0.0245 | 7038 |
| after global routing | -45520 | -882 | 0.0256 | 7027 |
| final | -38960 | -787 | 0.0242 | 7027 |
how the worst max path moves through the flow:
stage,start,endpoint,slack (ps),cells after the start
after global routing,rf[2][12],rd2_o[12],-880,7
after CTS,rf[3][8],rd1_o[8],-850,8
final,rf[3][8],rd2_o[8],-790,7
repair_timing:
action	in CTS	in global routing
setup endpoints to repair	96	88
setup buffers	42	9
hold buffers	0	0
pin swaps	151	110
gates resized	491	43
No activity file was given, so power comes from the tool's default toggle rates.
