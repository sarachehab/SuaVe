File: design/flow/design.v
module extend_unit # (
    parameter DATA_WIDTH = 32
)(
    input   logic [DATA_WIDTH-1:7]   instr_i,  
    input   logic [2:0]                  imm_src_i,
    output  logic [DATA_WIDTH-1:0]  imm_ext_o  
);
always_comb
    case(imm_src_i)
        3'b000: imm_ext_o = {{20{instr_i[31]}}, instr_i[31:20]};
        3'b001: imm_ext_o = {{20{instr_i[31]}}, instr_i[31:25], instr_i[11:7]};
        3'b010: imm_ext_o = {{20{instr_i[31]}}, instr_i[7], instr_i[30:25], instr_i[11:8], {1'b0}}; 
        3'b011: imm_ext_o = {{12{instr_i[31]}}, instr_i[19:12], instr_i[20], instr_i[30:21], {1'b0}};
        3'b100: imm_ext_o = {instr_i[31:12], {12{1'b0}}};
        default: imm_ext_o = 32'b0;
    endcase
endmodule
File: design/flow/run.sh
#!/bin/bash
# OpenROAD 26Q1-2900-gdf79404cd8, Yosys 0.63+post, stock flow scripts
make -C /OpenROAD-flow-scripts/flow DESIGN_CONFIG=/design/flow/config.mk WORK_HOME=/design/flow/orfs finish
File: design/flow/config.mk
export PLATFORM = sky130hd
export DESIGN_NAME = extend_unit
export DESIGN_NICKNAME = extend_unit
export VERILOG_FILES = /design/flow/design.v
export SDC_FILE = /design/flow/constraint.sdc
export NUM_CORES = 4
export LEC_CHECK = 1
export CORE_AREA = 10 10 70 70
export DIE_AREA = 0 0 80 80
File: design/flow/constraint.sdc
current_design extend_unit

set clk_period 3.0
set clk_io_pct 0.2

create_clock -name clk0 -period $clk_period

set non_clock_inputs [all_inputs -no_clocks]
set_input_delay [expr $clk_period * $clk_io_pct] -clock clk0 $non_clock_inputs
set_output_delay [expr $clk_period * $clk_io_pct] -clock clk0 [all_outputs]
==> results.cfg <==
; implementation run metrics
[status]
status = complete, no violations

[floorplanning]
rows = 21
io_pins = 60
core-area_um2 = 3420
fp.dieH_um = 80
dieWidth_um = 80
fp-utilization = 0.145
die_area_um2 = 6400

[power_and_ir_drop]
p_per_area_nw_per_um2 = 148
ir_worst_vdd_v = 0.0000453
p_leak_uw = 0.000484

[yosys]
netlist_top_cells_area = a21oi_1 (16%), a21o_1 (15%), mux2i_1 (12%)
synth_top_area_share = 0.162
synth_cells = 73
ys_cells = 73
ys_sh_simple = 0.225
ys_types = 18
mux_share = 0.122
largest_area_cell = a21oi_1
logic_family = AND-OR/OR-AND gates
syn_avg_cell_area_um2 = 6.77
synth_seq_share = 0
syn_area_um2 = 494
ys_chip_area_um2 = 494
synthAoiAreaFrac = 0.458
adder_share = 0
ys_warn_count = 1
ys_sh_xor = 0.0557

[route]
vias_per_cell = 4.14
drtAntennaViolNets = 0
drc_errors = 0
via_count = 737
routed_wl_um = 2600
drt_first_pass_iters = 4
antenna_cells = 0
wire_per_inst_um = 14.6
drt_iter0_drc = 22

[worst_setup_path]
slowest_delay_ns = 0.48
crit_top_cell = clkdlybuf4s50_1
critical_path.max_fanout = 10
crit_arrival_ns = 2.28
start_kind = input port
crit_path_top_delay_cell = clkdlybuf4s50_1
crit_path_cell_trace = clkdlybuf4s50_1 > buf_4 > nor3b_4 > a21o_1 > clkdlybuf4s50_1
required_ns = 2.40
crit_type = input port to output port
worstSetupEndpointType = output port

[global_routing]
grt_pass1_wl_um = 3950
grt_pass1_vias = 684
antenna_found_initial = 0
track_usage = 0.0769
grt_overflow = 0
grt_max_degree = 13

[final_timing]
rsz0062_at_grt = false
fmax_ghz = 0.347
slew_viol_final = 0
slew_headroom = 0.728
hold_violations = 0
setup_slack_ns = 0.115
setup_viol = 0
finalClockPeriodUsage = 0.962
final.min_clock_period_ns = 2.88
tightestPinTransition_ns = 0.408
fin_tns_setup_ns = 0

[clocking]
ctsResizeCount = 0
ctsHoldBuffers = 0
post_cts_buffers = 0

[run]
drv_cap = 0
warnings = 32

[final_layout]
syn2layout_area_growth_pct = 134
flop_area_um2 = 0
drive_above_1_share = 0.0833
nClkBuffers = 0
flop-count = 0
instances_no_fill = 178

[min_path]
hold_path.class = input port to output port

[placement]
place_hpwl_um = 2240
gp_congestion = 0.749
pre_cts_ws_ns = 0.125
io_buffers = 60
place_inst = 178
## cell type report
class / instances / area [um^2]
well taps: 46 / 57.6
multi-input cells: 62 / 425
fillers: 361 / 2260
inverters: 1 / 3.75
repair buffers: 69 / 668
## cells in the mapped netlist, drive strengths merged
cell / instances
nor3: 1
buf: 8
a211oi: 1
clkbuf: 2
inv: 1
o22ai: 8
and2: 2
nor3b: 1
a21o: 10
mux2i: 6
xor2: 1
nor2: 5
a31o: 1
o21ai: 1
nor2b: 9
a21oi: 16
## through the flow
stage               utilization  hold slack, ns  area [um^2]  power [uW]
floorplan                     -            1.26          494        57.8
global placement          0.338            2.15         1150         172
detailed placement        0.338            2.15         1150         173
CTS                       0.338            2.16         1150         175
global route              0.338            2.17         1150         187
finish                    0.338            2.15         1150         171
## layer usage
layer / vias up / wire [um] / GRT usage / part of all wire
met5: - / 0 / 0 / 0
met4: 0 / 0 / 0 / 0
met3: 0 / 161 / 0.0170 / 0.062
met2: 19 / 1380 / 0.135 / 0.53
met1: 336 / 1060 / 0.0990 / 0.41
li1: 382 / - / - / -
## cells in the final DEF, fill, tap and decap left out, drive strengths merged
cell type	instances
a211oi	1
a21o	10
a21oi	16
a31o	1
and2	2
buf	9
clkdlybuf4s50	60
inv	1
mux2i	6
nor2	5
nor2b	9
nor3	1
nor3b	1
o21ai	1
o22ai	8
xor2	1
## worst paths after layout
path	start	to	slack (ns)	cells past startpoint
max	imm_src_i[0]	imm_ext_o[20]	0.12	5
min	instr_i[27]	imm_ext_o[7]	2.15	3
## critical path: cells and delay by family
kind                   cells  cell delay [ns]
buffers and inverters      3             1.13
and+or+nand+nor            1             0.38
AOI/OAI and AO/OA          1             0.18
## cells by family (layout without fill, tap and decap cells)
kind of cell,count (synthesis),in the layout
buffers and inverters,11,70
XOR/XNOR,1,1
AND/OR/NAND/NOR,18,18
AND-OR/OR-AND,37,37
multiplexers,6,6
## report_power, final
group	switching [uW]	internal (uW)	total, uW
Combinational	54.5	116	171
Clock	0	0	0
Sequential	0	0	0
Power figures rest on the tool's default switching activity, not on a simulated workload.
