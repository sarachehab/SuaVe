==> ./run.sh <==
#!/bin/bash
# OpenROAD 26Q1-2900-gdf79404cd8, Yosys 0.63+post, stock flow scripts
make -C /OpenROAD-flow-scripts/flow DESIGN_CONFIG=/design/flow/config.mk WORK_HOME=/design/flow/orfs finish
==> ./config.mk <==
export PLATFORM = sky130hd
export DESIGN_NAME = pc
export DESIGN_NICKNAME = pc
export VERILOG_FILES = /design/flow/design.v
export SDC_FILE = /design/flow/constraint.sdc
export NUM_CORES = 4
export LEC_CHECK = 1
export CORE_UTILIZATION = 50
==> ./constraint.sdc <==
current_design pc

set clk_period 11.6
set clk_io_pct 0.2

create_clock -name clk0 -period $clk_period [get_ports {clk_i}]

set non_clock_inputs [all_inputs -no_clocks]
set_input_delay [expr $clk_period * $clk_io_pct] -clock clk0 $non_clock_inputs
set_output_delay [expr $clk_period * $clk_io_pct] -clock clk0 [all_outputs]
==> ./design.v <==
module pc # (
    parameter PC_WIDTH = 32
)(
    input                           clk_i, jump_taken_i, rst_i, jalr_instr_i,
    input   logic   [PC_WIDTH-1:0]  imm_ext_i, jta_jalr_i,
    output  logic   [PC_WIDTH-1:0]  pc_o, pc_plus4_o
);
    logic [PC_WIDTH-1:0] pc_next;
    initial begin 
        pc_next = 32'hBFC00000;
    end
    always_ff @ (posedge clk_i) begin
        if (rst_i)  pc_next <= 32'hBFC00000;
        else begin
            case (jalr_instr_i)
                1'b0: pc_next <= jump_taken_i ?  (pc_next + imm_ext_i) : (pc_next + 32'd4);
                1'b1: pc_next <= jta_jalr_i;
            endcase
        end
    end 
    assign pc_o = pc_next;
    assign pc_plus4_o = pc_o + 32'd4;
endmodule
==> impl_metrics.json <==
{
  "status": "finished, final reports clean",
  "row_count": 30,
  "antenna_cells": 0,
  "via_count": 4305,
  "setup_slack_ns": 6.31,
  "post_cts_resized": 0,
  "dp_slack_ns": 6.21,
  "clkTransAtPathRegs_ns": 0.08,
  "largest_register_ffs": 32,
  "place_inst": 695,
  "synth-edff-count": 0,
  "r2r_slack_ns": 8.57,
  "top_register": "pc_next",
  "max_slew_margin_pct": 38.7,
  "top_regs": "pc_next (32)",
  "rr_worst_depth": 11,
  "fin_cells": 703,
  "required_ns": 9.28,
  "die-width_um": 87.1,
  "ys.flop_type": "dfxtp_1",
  "power.internal_w": 0.000289,
  "syn_area_um2": 3620,
  "clkSinkCount": 32,
  "cts_root_buf": "clkbuf_8",
  "gp_congestion": 0.943,
  "p_seq_share_pct": 29.9,
  "yosysWarningCount": 1,
  "hpwlAfterDp_mm": 8.95,
  "layout_min_cycle_time_ns": 5.29,
  "drive_gt1_share_pct": 3.29,
  "path_max_fanout": 6,
  "grt_pass1_wl_mm": 18.8,
  "die_area_um2": 7580,
  "clkPwrFrac_pct": 20.8,
  "grt_start_max_net_pins": 34,
  "switchingPower_w": 0.000166,
  "async_flop_share_pct": 0,
  "wl_per_cell_um": 17.0,
  "cts-htree-levels": 2,
  "hold_slack_ns": 0.687,
  "setup_tns_ns": 0,
  "synth-seq-cells": 32,
  "synth_cells": 484,
  "holdCritPathClass": "reg2reg",
  "cts_tree": "yes",
  "io_pins": 132,
  "ctsHoldBuffers": 0,
  "cts_made_buffers": 5,
  "finClkSkew_ns": 0.00735,
  "rsz0062_at_grt": "false",
  "firstDrtPassIters": 5,
  "yosys_area_um2": 3620,
  "comb_power_share_pct": 49.3,
  "io_buffer_count": 131,
  "drc": 0,
  "warnings": 26,
  "fill_cells": 556,
  "timing.fmax_mhz": 189,
  "ys_seq_share_pct": 17.7,
  "drt_wl_total_mm": 12.0,
  "antenna_found_initial": 0,
  "rr_endpoint": "pc_next[24]",
  "hold_viol_final": 0,
  "worst_path_max_delay_cell": "nor4_1",
  "ant_nets": 0,
  "coreArea_um2": 6910,
  "period_used_pct": 45.6,
  "synth.distinct_cells": 61,
  "drtIter0Drc": 252,
  "power_density_nw_per_um2": 89.4,
  "fp-utilization_pct": 52.4,
  "grt_pass1_vias": 3843,
  "grtUsageTotal_pct": 32.2,
  "rr_startpoint": "pc_next[0]",
  "hp-start": "pc_next[19]",
  "cap_violations": 0,
  "vdd_drop_max_v": 0.0000609,
  "ys_cells": 484,
  "slowest_delay_ns": 0.64,
  "drv_slew": 0,
  "critPathCaptureType": "output port",
  "crit_chain": "ha_1 -> and4_1 -> nand2_1 -> nor4_1 -> nand3_1 -> xnor2_1 -> clkdlybuf4s50_1",
  "post_cts_buffers": 0,
  "swShare_pct": 36.4,
  "holdPathStages": 3,
  "syn_avg_cell_area_um2": 7.48,
  "vias_per_cell": 6.12,
  "grt_remaining_overflow": 0,
  "power_leakage_nw": 2.05,
  "worstSkewPairLatency_ns": 0.29,
  "areaGrowthSynthToFinish_pct": 40.4,
  "clockBufferDepth": 2,
  "setup_viol": 0,
  "die_h_um": 87.1,
  "worstSetupStartpointType": "flip-flop",
  "crit_start": "pc_next[2]",
  "worst_slew_pin_slew_ns": 0.918,
  "worstPathArrival_ns": 2.97,
  "crit_end": "pc_plus4_o[28]",
  "crit_type": "reg2out"
}
worst min path at each step:
stage	to	slack, ns
after CTS	pc_next[19]	0.69
after global routing	pc_next[6]	0.74
final	pc_next[19]	0.69
cell families after synthesis:
group,count (synthesis),share of synthesized area (%)
buffers and inverters,41,4.63
AND/OR/NAND/NOR,172,24.1
XOR/XNOR,43,10.6
multiplexers,6,1.69
AND-OR/OR-AND,157,29.6
adder cells (fa/ha/maj),33,11.6
flip-flops,32,17.7
layout by cell type (no fill, tap or decap), drive strengths merged, types with 8 or more instances in the layout:
cell	n
dfxtp	32
a211oi	10
nor3	16
ha	32
clkdlybuf4s50	131
xor2	16
nor2	45
o21a	8
nand2	35
clkbuf	8
a21oi	46
a21o	13
and3	11
o21ai	19
nand3	24
xnor2	27
inv	20
cell type report:
class	count	area (um2)	share of cell area, %
inverter	21	78.8	1.55
sequential	32	641	12.6
timing repair buffer	135	1340	26.4
multi-input combinational	411	2810	55.3
tap	96	120	2.36
clock buffer	8	90.1	1.77
power groups by stage:
stage | logic, W | clock network, W | registers, W
finish | 0.000224 | 0.0000945 | 0.000136
global route | 0.000246 | 0.000101 | 0.000138
CTS | 0.000222 | 0.0000961 | 0.000135
stage by stage:
stage / utilization (%) / total power (W) / instance area (um2)
2_1_floorplan: - / 0.000263 / 3620
3_3_place_gp: 72.3 / 0.000357 / 4990
3_5_place_dp: 72.3 / 0.000358 / 4990
4_1_cts: 73.6 / 0.000454 / 5080
5_1_grt: 73.6 / 0.000485 / 5080
6_report: 73.6 / 0.000454 / 5080
layer usage:
layer  GRT usage (%)  part of all wire, %  vias to the layer above
met2            50.8                   44                      209
met5               0                    0                        -
li1                -                    -                     2074
met4            5.30                  1.7                        0
met1            48.2                   45                     1999
met3            4.81                  8.7                       23
critical path, delay by kind of cell (launching register included):
kind                       cells  cell delay, ns
buffers and inverters          1            0.49
xor gates and xnor gates       1            0.22
and+or+nand+nor                4            1.21
adders and majority gates      1            0.30
DFF                            1            0.46
synthesized netlist by cell type (all sizes together), types with 2 or more instances:
master	number	area share, %
a211oi	10	2.1
or3	4	0.97
o22ai	4	0.69
nand2b	7	1.4
o311ai	4	0.97
nand3	24	3.5
a21oi	46	6.4
xnor2	27	6.7
buf	9	1.3
and3	11	1.9
nand2	35	3.6
o221ai	2	0.48
o211a	5	1.4
o21a	8	1.7
o31a	3	0.76
dfxtp	32	18
o21ai	19	2.6
a2111oi	2	0.48
nor2	45	4.7
nand4	7	1.2
o211ai	6	1.2
a31oi	5	0.86
mux2i	5	1.4
a221o	3	0.86
a311oi	6	1.5
nor2b	4	0.69
inv	20	2.1
o31ai	3	0.62
and4	4	0.97
nor3b	5	1.0
clkbuf	11	1.1
and2	4	0.69
xor2	16	3.9
o21bai	4	0.83
nor4	3	0.52
a21o	13	2.7
ha	32	11
a41oi	3	0.73
a221oi	5	1.2
nor3	16	2.4
Power figures rest on the tool's default switching activity, not on a simulated workload.
